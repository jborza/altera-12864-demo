$ cat run.sh
#!/bin/bash
# OpenROAD 26Q1-2900-gdf79404cd8, Yosys 0.63+post, stock flow scripts
make -C /OpenROAD-flow-scripts/flow DESIGN_CONFIG=/design/flow/config.mk WORK_HOME=/design/flow/orfs finish
$ cat config.mk
export PLATFORM = sky130hd
export DESIGN_NAME = bcd_incrementer_4digit
export DESIGN_NICKNAME = bcd_incrementer_4digit
export VERILOG_FILES = /design/flow/design.v
export SDC_FILE = /design/flow/constraint.sdc
export NUM_CORES = 4
export LEC_CHECK = 1
export CORE_AREA = 10 10 70 70
export DIE_AREA = 0 0 80 80
$ cat constraint.sdc
current_design bcd_incrementer_4digit

set clk_period 2.6
set clk_io_pct 0.2

create_clock -name clk0 -period $clk_period

set non_clock_inputs [all_inputs -no_clocks]
set_input_delay [expr $clk_period * $clk_io_pct] -clock clk0 $non_clock_inputs
set_output_delay [expr $clk_period * $clk_io_pct] -clock clk0 [all_outputs]
$ cat design.v
module bcd_incrementer(
	input wire[3:0] bcd_in,
	input wire enable,
	output wire[3:0] bcd_out,
	output wire carry
);
localparam nine = 4'b1001;
localparam one  = 4'b0001;
localparam zero = 4'b0000;
assign bcd_out = enable == 1'b1 ? bcd_in == nine ? zero : bcd_in + one : bcd_in;
assign carry = enable == 1'b1 ? bcd_in == nine ? 1'b1 : 1'b0 : 1'b0;
endmodule
module bcd_incrementer_4digit(
	bcd_in, 
	bcd_out,
	enable
);
input wire [15:0] bcd_in;
output wire [15:0] bcd_out;
input wire enable;
wire c2, c1, c0;
wire temp;
bcd_incrementer bcd_digit3(
	.bcd_in(bcd_in[3:0]),
	.enable(enable), 
	.bcd_out(bcd_out[3:0]), 
	.carry(c2));
bcd_incrementer bcd_digit2(
	.bcd_in(bcd_in[7:4]),
	.enable(c2), 
	.bcd_out(bcd_out[7:4]), 
	.carry(c1));
bcd_incrementer bcd_digit1(
	.bcd_in(bcd_in[11:8]),
	.enable(c1), 
	.bcd_out(bcd_out[11:8]), 
	.carry(c0));
bcd_incrementer bcd_digit0(
	.bcd_in(bcd_in[15:12]),
	.enable(c0), 
	.bcd_out(bcd_out[15:12]), 
	.carry(temp));
endmodule
==> flow_summary.toml <==
# physical design summary
[status]
outcome = "complete, no violations"

[timing]
layout_setup_ws_ps = 82.2
fin_crit_ps = 2520
setup_violations = 0
rsz0062_at_grt = "no"
fin_crit_sh_pct = 96.8
maxSlewViolCount = 0
maxSlewHeadroom_pct = 80.7
finalHoldViolations = 0
worstMarginPinSlew_ps = 288
max_freq_ghz = 0.397

[synth]
syn_area_sq_um = 417
ys_cells = 60
synth_cell_types = 24
syn_inst = 60
synth_chip_area_sq_um = 417
avgSynthCellArea_sq_um = 6.94
ys_seq_share_pct = 0
ys_warn_count = 0

[worst_setup_path]
path_buffers = 2
critPathMaxFanout = 3
crit_chain = "dlygate4sd2_1, and4b_2, nand4_1, mux2_4, clkdlybuf4s50_1"
critPathTopFamily = "buffers and inverters"
crit_path_start_kind = "primary input"
crit_required_ps = 2080
max_stage_delay_ps = 410
cp.depth = 5
slowest_stage = "clkdlybuf4s50_1"
critical_path_class = "in2out"
arrival_ps = 2000
end_kind = "primary output"

[grt]
gr-total-overflow = 0
grt_util_all_layers_pct = 4.76
grt_pass1_vias = 598
grt_max_degree = 8
antenna_found_initial = 1
grt_pass1_wl_um = 2580

[place]
dp.cells = 154
pre_cts_ws_ps = -412
hpwl_um = 1380
io_buffer_count = 33
gp_congestion = 0.695

[detailed_routing]
wl_per_cell_um = 10.0
detail-route-antenna-nets = 0
drt-pass1-iter-count = 2
vias = 588
drtIter0Drc = 7
wl_um = 1570
via_per_inst = 3.75
drc = 0

[min_path]
holdPathStages = 4
hold-path-endpoint = "bcd_out[10]"
holdCritPathClass = "in2out"
hold_start = "bcd_in[10]"

[run]
drv_cap = 0
tool_warnings = 32

[pwr]
power.density_mw_per_mm2 = 118
vdd_drop_max_uv = 50.3
p_leak_nw = 0.443

[floorplan]
fp.dieH_um = 80
rows = 21
dieWidth_um = 80
die_area_sq_mm = 0.00640
initCoreUtil_pct = 12.2
core_region_area_sq_mm = 0.00342
num_io_pins = 33

[cells_and_area]
fin_cells = 157
clkbuf_count = 0
synthToLayoutAreaGrowth_pct = 136
register_area_sq_um = 0
layout-drive-gt1-share_pct = 35.5
ff_count = 0
[timing repair]
item                                    4_1_cts  5_1_grt
endpoints found under the setup margin       14       10
setup buffers                                 2        0
pin swaps                                     6        7
hold buffers                                  0        0
resized                                      31       24
endpoints found under the hold margin         0        0
[metal layers]
metal	GRT usage [%]	vias to the layer above	wire [um]	part of all wire, %
met5	0	-	0	0
met4	0	0	0	0
met3	2.39	0	205	13
met2	7.14	21	632	40
met1	6.34	247	735	47
li1	-	320	-	-
[cell usage after synthesis (2+ instances only)]
cell type	n	area, sq um
inv_1	3	11.3
nor3b_1	2	15.0
nand2b_1	2	12.5
nor2_1	6	22.5
xor2_1	4	35.0
mux2_1	2	22.5
nand4bb_1	2	22.5
nand3_1	2	10.0
nor2b_1	7	43.8
xnor2_1	4	35.0
o21ai_0	6	30.0
nand2_1	8	30.0
[layout by cell type, fill, tap and decap left out, types with 2 or more instances in the layout]
| cell type | synthesis | layout |
|---|---|---|
| buf_2 | 0 | 3 |
| buf_4 | 0 | 17 |
| clkbuf_2 | 0 | 3 |
| clkdlybuf4s15_1 | 0 | 3 |
| clkdlybuf4s50_1 | 0 | 16 |
| dlygate4sd2_1 | 0 | 5 |
| dlymetal6s2s_1 | 0 | 2 |
| inv_1 | 3 | 3 |
| mux2_4 | 0 | 2 |
| nand2_1 | 8 | 8 |
| nand4bb_4 | 0 | 2 |
| nor2_1 | 6 | 4 |
| nor2_2 | 0 | 2 |
| nor2b_1 | 7 | 6 |
| o21ai_0 | 6 | 4 |
| o21ai_1 | 1 | 3 |
| xnor2_1 | 4 | 3 |
| xor2_1 | 4 | 4 |
[worst max path at each step]
stage | startpoint | endpoint | slack [ps]
CTS | bcd_in[9] | bcd_out[13] | 5
global route | bcd_in[5] | bcd_out[15] | 2
finish | bcd_in[2] | bcd_out[9] | 80
[layout make-up]
| cell class | instances | area, sq um |
|---|---|---|
| Multi-Input combinational cell | 57 | 483 |
| Timing Repair Buffer | 50 | 428 |
| Tap cell | 46 | 57.6 |
| Antenna cell | 1 | 2.50 |
| Inverter | 3 | 11.3 |
| Fill cell | 374 | 2430 |
[stage by stage]
step / hold WS [ps] / setup TNS, ps / instance area [sq um] / utilization, % / total power, mW
floorplan: 1070 / 0 / 417 / - / 0.0266
global placement: 2080 / -3150 / 917 / 26.8 / 0.115
detailed placement: 2090 / -3320 / 917 / 26.8 / 0.116
CTS: 1650 / 0 / 958 / 28.1 / 0.116
global route: 1460 / 0 / 982 / 28.8 / 0.129
finish: 1430 / 0 / 982 / 28.8 / 0.116
[report_power, final]
part           internal [mW]  switching (mW)
clock network   0.0000000514               0
registers                  0               0
logic                 0.0753          0.0410
[cell families after synthesis]
logic type             share of synthesized area [%]
AND-OR/OR-AND                                   18.9
XOR/XNOR                                        16.8
buffers and inverters                           2.70
multiplexers                                    5.41
AND/OR/NAND/NOR                                 56.2
Power and IR drop assume default switching activity.
