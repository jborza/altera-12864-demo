**flow/run.sh**
```bash
#!/bin/bash
# OpenROAD 26Q1-2900-gdf79404cd8, Yosys 0.63+post, stock flow scripts
make -C /OpenROAD-flow-scripts/flow DESIGN_CONFIG=/design/flow/config.mk WORK_HOME=/design/flow/orfs finish
```
**flow/constraint.sdc**
```tcl
current_design bcd_incrementer_3digit_old

set clk_period 2.4
set clk_io_pct 0.2

create_clock -name clk0 -period $clk_period

set non_clock_inputs [all_inputs -no_clocks]
set_input_delay [expr $clk_period * $clk_io_pct] -clock clk0 $non_clock_inputs
set_output_delay [expr $clk_period * $clk_io_pct] -clock clk0 [all_outputs]
```
**flow/config.mk**
```make
export PLATFORM = sky130hd
export DESIGN_NAME = bcd_incrementer_3digit_old
export DESIGN_NICKNAME = bcd_incrementer_3digit_old
export VERILOG_FILES = /design/flow/design.v
export SDC_FILE = /design/flow/constraint.sdc
export NUM_CORES = 4
export LEC_CHECK = 1
export CORE_AREA = 10 10 70 70
export DIE_AREA = 0 0 80 80
```
**flow/design.v**
```verilog
module bcd_incrementer_3digit_old(
	bcd_in, 
	bcd_out
);
input wire [11:0] bcd_in;
output wire [11:0] bcd_out;
localparam nine = 4'b1001;
localparam ninenine = 8'b10011001;
localparam nineninenine = 12'b100110011001;
localparam one  = 4'b0001;
localparam zero = 4'b0000;
wire [4:0] digit2;
assign digit2 = bcd_in[3:0] == nine ? zero : bcd_in[3:0] + 1;
wire [4:0] digit1;  
assign digit1 = bcd_in[7:0] == ninenine ? zero 
												: bcd_in[3:0] == nine ? bcd_in[7:4] + one : bcd_in[7:4];
wire [3:0] digit0;  
assign digit0 = bcd_in[11:0] == nineninenine ? zero : bcd_in[7:0] == ninenine ? bcd_in[11:8] + one : bcd_in[11:8];
assign bcd_out = {digit0[3:0], digit1[3:0], digit2[3:0]};
endmodule
```
==> CHANGELOG.md <==
## Implementation

- Number of global-route vias before repair: ~500
- Mean instance size in the synthesized netlist: between 6 and 7 sq um
- Number of antenna violations at the first check in global routing: 0
- Number of cells in Yosys stat: ~46
- Clock period minus worst slack: roughly 2.3 ns
- Power Total: 0.0000957 W
- Area leader, netlist: sky130_fd_sc_hd__ha_1
- Remaining number of nets flagged by the antenna check after routing: 0
- Worst Hold Class: primary input to primary output
- Total Routed Length: 1340 um
- Maximum fanout along the worst path: 4
- Sequential share of power: 0
- Design internal power: slightly above 0.00006 W
- Clock Buffer Count: 0
- RSZ-0062 raised after global routing: false
- Type of origin of the critical path: primary input
- Std-Cell Core Area: 0.00342 sq mm
- DRC: 0
- Worst setup path class: primary input to primary output
- Netlist area before placement: 318 sq um
- Number of iterations in the first detailed-routing pass: 4
- GRT Resource Usage Total: 0.0416
- Critical path endpoint category: primary output
- Fmax: 429 MHz
- Chip area estimate from yosys synthesis: about 320 sq um
- Layout area overhead: 141%
- Initial DRC Count: 15
- Max transition margin: 0.833
- Status: finished, final reports clean
- Leading cell types by total area after synthesis: sky130_fd_sc_hd__ha_1 16%, sky130_fd_sc_hd__o21ai_0 9.4%, sky130_fd_sc_hd__inv_1 7.1%
- Storage element area: 0 sq um
- Slew at the pin closest to its max-slew limit: 0.248 ns
- Period utilization: 0.970
- Comb pwr share: 1.000
- Maximum number of pins on one net before global-route repair: 7
- Chip area: 0.00640 sq mm
- Seq share, synth: 0
- Final WS setup: a little over 0.07 ns
- I/O Pins: 24
- Total count of hold-check failures in the final report: 0
- FFs & Latches: 0
- Number of warnings printed during yosys synthesis: 0
- Max rail drop VDD: 0.0426 mV
- Number of max-slew violations in the final report: 0
- Fraction of layout cells with a size suffix above 1: 0.360
- # rows: 21
- Post-synth cell types: 22
- Port bufs: 24
- Dpl cells: 128
- Total congestion overflow: 0
- NetSw: 0.0000342 W
- Number of warnings in the stage logs: 34
- Top area contributor share: 0.157
- Pre-placement core utilization: 0.0930
- Required time of the worst setup path: 1.92 ns
- Placed wire-length estimate after detailed placement: roughly 1100 um
- Ant diodes: 0
- Synthesized instance count: between 40 and 50
- Wire length of the first global-routing pass: between 2000 and 2500 um
- Drt wl/cell: 10.2 um
- Horizontal extent of the die: approximately 80 um
- Avg Vias per Cell: between 3 and 4
- Non-filler instance count after layout: 132
- Final setup violation count: 0
- Switching share of total power: 0.358
- Power density normalized to cell area: 125 mW/mm^2
- Die span in y: 80 um
- Via count of the routed design: 480
- Leak pwr: 0.351 nW
- Worst setup timing slack at the placement stage: -0.364 ns
- Number of maximum-capacitance violations: 0
- Clock share of power: 0
- Critical Path AT: between 1.5 and 2 ns
- RePlAce Congestion: 0.707
- List of most frequent post-synthesis cells: 6 x sky130_fd_sc_hd__inv_1, 6 x sky130_fd_sc_hd__o21ai_0, 4 x sky130_fd_sc_hd__ha_1, 4 x sky130_fd_sc_hd__nand2_1
-- cell families (layout without fill, tap and decap cells) --
family	Yosys count	count (layout)	synth area share
xor gates and xnor gates	1	1	0.0276
buffers and inverters	6	46	0.0709
and+or+nand+nor	18	18	0.343
muxes	4	4	0.150
AOI/OAI and AO/OA	13	13	0.252
adders and majority gates	4	4	0.157
-- through the flow --
| stage | util | instance area [sq um] | hold slack (ns) | setup TNS, ns |
|---|---|---|---|---|
| 6_report | 0.224 | 766 | 1.39 | 0 |
| 5_1_grt | 0.224 | 766 | 1.43 | 0 |
| 4_1_cts | 0.227 | 774 | 1.55 | 0 |
| 3_5_place_dp | 0.207 | 706 | 2.02 | -2.62 |
| 3_3_place_gp | 0.207 | 706 | 2.02 | -2.63 |
| 2_1_floorplan | - | 318 | 0.969 | 0 |
-- timing repair --
item / CTS / global route
hold buffers: 0 / 0
pin swaps: 8 / 4
endpoints found under the setup margin: 9 / 3
resized: 35 / 8
setup buffers: 4 / 0
-- critical path, cell delays in order --
cell                              delay (ns)
sky130_fd_sc_hd__clkdlybuf4s15_1        0.27
sky130_fd_sc_hd__and4bb_2               0.31
sky130_fd_sc_hd__nand3_2                0.09
sky130_fd_sc_hd__mux2_4                 0.30
sky130_fd_sc_hd__clkdlybuf4s50_1        0.40
-- placed cells by master (no fill, tap or decap), drive strengths merged, types with 2 or more instances in the layout --
cell,n
clkbuf,2
ha,4
a22o,2
and3b,2
nor2,3
nand3,3
mux2,3
clkdlybuf4s15,5
a21oi,2
dlygate4sd2,9
o21ai,6
buf,17
inv,6
clkdlybuf4s50,6
nand2,4
-- power by group through the flow --
stage	Clock, W	Sequential, W	Combinational [W]
4_1_cts	0	0	0.0000988
5_1_grt	0	0	0.000107
6_report	0	0	0.0000957
-- per-layer routing --
layer	wire length (um)	vias to the layer above	global-route usage
li1	-	253	-
met3	130	0	0.0114
met2	595	15	0.0706
met4	0	0	0
met1	618	212	0.0541
met5	0	-	0
-- worst paths after layout --
| kind | startpoint | end | slack [ns] | depth (start not counted) |
|---|---|---|---|---|
| max | bcd_in[0] | bcd_out[10] | 0.07 | 5 |
| min | bcd_in[6] | bcd_out[6] | 1.39 | 3 |
-- area by class of cell --
class / instances / area (sq um)
fill: 382 / 2650
tap: 46 / 57.6
multi-input combinational: 40 / 348
inverter: 6 / 22.5
timing repair buffer: 40 / 338
Power is estimated from default activity; no workload was simulated.
